--- flow/run.sh ---
#!/bin/bash
# OpenROAD 26Q1-2900-gdf79404cd8, Yosys 0.63+post, stock flow scripts
make -C /OpenROAD-flow-scripts/flow DESIGN_CONFIG=/design/flow/config.mk WORK_HOME=/design/flow/orfs finish
--- flow/config.mk ---
export PLATFORM = sky130hd
export DESIGN_NAME = Compare
export DESIGN_NICKNAME = Compare
export VERILOG_FILES = /design/flow/design.v
export SDC_FILE = /design/flow/constraint.sdc
export NUM_CORES = 4
export LEC_CHECK = 1
export CORE_AREA = 10 10 70 70
export DIE_AREA = 0 0 80 80
--- flow/constraint.sdc ---
current_design Compare

set clk_period 3.1
set clk_io_pct 0.2

create_clock -name clk0 -period $clk_period

set non_clock_inputs [all_inputs -no_clocks]
set_input_delay [expr $clk_period * $clk_io_pct] -clock clk0 $non_clock_inputs
set_output_delay [expr $clk_period * $clk_io_pct] -clock clk0 [all_outputs]
--- flow/design.v ---
`timescale 1ns/1ns
module Compare(
	input [15:0]src1,
	input [15:0]src2,
	output reg cf,
	output reg zf
);
always @(src1, src2) begin
	if(src1 == src2) begin
		zf = 1'b1;
		cf = 1'b0;
		end
	else if(src1 > src2) begin
		zf = 1'b0;
		cf = 1'b0;
		end
	else begin
		zf = 1'b0;
		cf = 1'b1;
		end
end
endmodule
==> job_summary.md <==
## Synthesis and layout report

| Metric | Value |
|---|---|
| Top-area cell share | between 40% and 50% |
| Highest achievable clock rate | between 300 and 400 MHz |
| Hold EP | cf |
| Yosys stat chip area | between 400 and 500 um2 |
| Tool warnings | 32 |
| Leak | between 0.4 and 0.5 nW |
| Tcrit/Tclk final | between 90% and 100% |
| Peak supply drop | around 0.029 mV |
| WL final | about 1300 um |
| Yosys warnings | 1 |
| Core ar. | 3420 um2 |
| XOR Share, Synth | 0% |
| Mux area share | 0% |
| Post-synthesis cell count | 57 |
| Final Wtd Congestion | approximately 0.69 |
| Vias in the first global route | roughly 490 |
| RSZ-0062 raised after global routing | false |
| Syn_area_per_cell | just over 7 um2 |
| Total gr overflow | 0 |
| Status | finished clean |
| Synth Cell Area | roughly 410 um2 |
| Slew Viols, Final | 0 |
| First drt pass iteration count | 3 |
| Dpl cells | roughly 140 |
| Worst Setup Slack, final | 148 ps |
| Clkbuf count | 0 |
| Seq_cells | 0 |
| Comb area leader | adder cells |
| Overall Global Routing Usage | under 10% |
| Worst slew margin | roughly 85% |
| Drt wl/cell | about 9.5 um |
| Min-delay src | src2[15] |
| Crit Path Max Fanout | 3 |
| Area leader, netlist | ha_1 |
| Die width | around 80 um |
| Crit-path slowest cell | clkdlybuf4s50_1 |
| Starting Density | between 10% and 20% |
| Ant diodes | 0 |
| Top-count cell post-synth | inv_1 |
| Design area | between 800 and 900 um2 |
| Drt drc | 0 |
| WP data required | ~2500 ps |
| First-pass GRT wire length | ~2200 um |
| Fin. Hold Viols | 0 |
| Fillers | 387 |
| Cell Rows | 21 |
| Simple-Gate Area Share | 16.8% |
| Initial antenna violation count | 0 |
| Crit path kind | primary input to output pin |
| Worst hold path class | primary input to output pin |
| P&R area growth vs syn | 102% |
| Final ANT Viol Nets | 0 |
| Synth Area in Compound Gates | a little under a fifth |
| Post-synth seq share | 0% |
| Via/cell ratio | between 3 and 4 |
| IO Pins | 34 |
| Post-DP HPWL | 1340 um |
| Chip height | roughly 80 um |
| Crit path time final | 2950 ps |
| Yosys adder share | 48.9% |
| Non-Filler Instances | 140 |
| Buffers on Ports | 34 |
| Hold depth | 6 |
| Hold slack | about 2200 ps |
| Seq. cell area | 0 um2 |
| Die area | roughly 6400 um2 |
| Resized cells post-CTS | 2 |
| Cell Area, Placed | 830 um2 |
| Detailed Route Iter0 Violations | 7 |
| Ys cells | roughly 57 |
| DR vias | roughly 490 |
| Top cells, area | ha_1, inv_1, nand4_1, a21oi_1, a211oi_2 |
| CP Launch Type | primary input |
| Cell Type Count | 16 |
| Hold-fix buffers, CTS | 0 |
| Worst slack at placement | -157 ps |
| Slew @ Worst Pin | 224 ps |
| Largest net degree at the start of global routing | 4 |
| Final setup viols | 0 |
| CP endpoint kind | output pin |
| Max-cap violations | 0 |
| Crit path DAT | 2330 ps |
| Setup repair bufs after CTS | 0 |
| Top cells by count | inv_1, ha_1, a21oi_1, nand4_1 |
| Worst path cell trace | clkdlybuf4s50_1, inv_1, ha_1, a21oi_2, nand2_1, a221o_1, a211oi_2, dlygate4sd2_1 |
| PD cells | ~110 nW/um2 |
| Share of layout cells above drive strength 1 | 5.32% |
| Slowest stage delay, CP | roughly 450 ps |
==> worst max-delay path: cells and delay by family <==
kind / cells / cell delay [ps]
and+or+nand+nor: 1 / 60
AOI/OAI and AO/OA: 3 / 630
adders and majority gates: 1 / 310
buffers and inverters: 3 / 720
==> per-layer routing <==
layer	up-vias	part of all wire, %	track usage [%]
met1	202	43	5.08
met3	0	9.5	1.59
met4	0	0	0
li1	274	-	-
met5	-	0	0
met2	16	47	7.06
==> through the flow <==
stage          power (mW)  TNS (ps)  utilization, %
3_5_place_dp       0.0941      -200            24.3
5_1_grt             0.104         0            24.2
2_1_floorplan      0.0385         0               -
4_1_cts            0.0934         0            24.2
3_3_place_gp       0.0925      -185            24.3
6_report           0.0912         0            24.2
==> worst max-delay path by stage <==
stage	start	to	slack (ps)	cells after the start
6_report	src2[14]	cf	150	8
5_1_grt	src2[5]	cf	20	8
4_1_cts	src2[14]	cf	120	8
==> cells in the final DEF, fill, tap and decap left out <==
cell	count
ha_1	16
nand2_1	2
nand3_1	2
a21oi_1	4
a21o_1	1
nor4_1	1
a21oi_2	1
clkdlybuf4s50_1	32
nor3_1	2
dlygate4sd2_1	2
buf_4	3
nor2b_1	1
a211oi_2	1
a221o_1	1
o211ai_1	1
nand4_1	4
o21ai_0	2
inv_1	17
nor2_1	1
==> cell type report <==
type | instances | area [um2] | share of cell area (%)
inverter | 17 | 63.8 | 7.72
tap | 46 | 57.6 | 6.96
multi-input combinational | 40 | 345 | 41.8
timing repair buffer | 37 | 360 | 43.6
==> report_power, final <==
| group | internal [mW] | total [mW] | switching (mW) |
|---|---|---|---|
| Sequential | 0 | 0 | 0 |
| Clock | 0 | 0 | 0 |
| Combinational | 0.0610 | 0.0912 | 0.0302 |
==> kinds of logic after synthesis <==
family | after synthesis
buffers and inverters | 17
adders and majority gates | 16
and+or+nand+nor | 13
AOI/OAI and AO/OA | 11
Power figures rest on the tool's default switching activity, not on a simulated workload.
