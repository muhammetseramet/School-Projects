File: flow/config.mk
export PLATFORM = sky130hd
export DESIGN_NAME = ControlUnit
export DESIGN_NICKNAME = ControlUnit
export VERILOG_FILES = /design/flow/design.v
export SDC_FILE = /design/flow/constraint.sdc
export NUM_CORES = 4
export LEC_CHECK = 1
export CORE_AREA = 10 10 70 70
export DIE_AREA = 0 0 80 80
File: flow/constraint.sdc
current_design ControlUnit

set clk_period 1.0
set clk_io_pct 0.2

create_clock -name clk0 -period $clk_period

set non_clock_inputs [all_inputs -no_clocks]
set_input_delay [expr $clk_period * $clk_io_pct] -clock clk0 $non_clock_inputs
set_output_delay [expr $clk_period * $clk_io_pct] -clock clk0 [all_outputs]
File: flow/design.v
`timescale 1ns/1ns
module ControlUnit(
	input [3:0] opcode,
	output reg aluSlc,
	output reg aluImm,
	output reg memLoad,
	output reg memSt,
	output reg compare,
	output reg regWe,
	output reg jump,
	output reg jmpRn,
	output reg jumpB,
	output reg jumpBE,
	output reg jumpA,
	output reg jumpAE,
	output reg jumpE
);
always @(opcode) begin
	aluSlc = ((~opcode[0]) & (~opcode[1]) & (opcode[2]) & (~opcode[3])) | ((~opcode[0]) & (~opcode[1]) & (opcode[2]) & (opcode[3]));
	aluImm = ((~opcode[0]) & (~opcode[1]) & (~opcode[2]) & (opcode[3]) | (~opcode[0]) & (~opcode[1]) & (opcode[2]) & (opcode[3]));
	memLoad = ((~opcode[0]) & (opcode[1]) & (~opcode[2]) & (~opcode[3]) & (~opcode[0]) & (opcode[1]) & (~opcode[2]) & (~opcode[3]));
	memSt = ((~opcode[0]) & (opcode[1]) & (~opcode[2]) & (opcode[3]) & (~opcode[0]) & (opcode[1]) & (~opcode[2]) & (opcode[3]));
	compare = ((~opcode[0]) & (opcode[1]) & (opcode[2]) & (~opcode[3]));
	regWe = ((~opcode[0]) & (~opcode[1]) & (~opcode[2]) & (~opcode[3]) | (~opcode[0]) & (~opcode[1]) & (~opcode[2]) & (opcode[3]) | (~opcode[0]) & (~opcode[1]) & (opcode[2]) & (~opcode[3]) | (~opcode[0]) & (~opcode[1]) & (opcode[2]) & (opcode[3]) | (~opcode[0]) & (opcode[1]) & (~opcode[2]) & (~opcode[3]));
	jump = ( (~opcode[0]) & (opcode[1]) & (opcode[2]) & (opcode[3]) | (opcode[0]) & (~opcode[1]) & (~opcode[2]) & (~opcode[3]) | (opcode[0]) & (~opcode[1]) & (~opcode[2]) & (opcode[3]) | (opcode[0]) & (~opcode[1]) & (opcode[2]) & (~opcode[3]) | (opcode[0]) & (~opcode[1]) & (opcode[2]) & (opcode[3]) | (opcode[0]) & (opcode[1]));
	jmpRn = (jump & (~opcode[0]) & (opcode[1]) & (opcode[2]) & (opcode[3]));
	jumpB = (jump & (opcode[0]) & (~opcode[1]) & (~opcode[2]) & (~opcode[3]));
	jumpBE = (jump & (opcode[0]) & (~opcode[1]) & (~opcode[2]) & (opcode[3]));
	jumpA = (jump & (opcode[0]) & (~opcode[1]) & (opcode[2]) & (~opcode[3]));
	jumpAE = (jump & (opcode[0]) & (~opcode[1]) & (opcode[2]) & (opcode[3]));
	jumpE = jump & opcode[0] & opcode[1];
end
endmodule
File: flow/run.sh
#!/bin/bash
# OpenROAD 26Q1-2900-gdf79404cd8, Yosys 0.63+post, stock flow scripts
make -C /OpenROAD-flow-scripts/flow DESIGN_CONFIG=/design/flow/config.mk WORK_HOME=/design/flow/orfs finish
==> CHANGELOG.md <==
### Metrics

* Placer Congestion at roughly 0.7
* Vias at about 270
* Worst-path maximum fanout at 7
* Total leakage power at between 0.2 and 0.25 nW
* Post-Route WL at approximately 880 um
* Tot Pwr at 0.179 mW
* Minimum clock period at 1.02 ns
* Synth Instances at 22
* Area share of the largest cell type after synthesis at between 10% and 20%
* Layout cell share with drive strength beyond 1 at a little over four fifths
* Top cells excl fill/tap: buf_6, buf_2, buf_4
* PortBufs at 17
* Post-synth seq share at 0%
* Vertical die size at 80 um
* Critical setup path kind: input pin to output pin
* Cell total in the yosys stat output at 22
* Post-DP HPWL at around 590 um
* PwrDens at 335 nW/um^2
* Registers at 0
* Synth cell types at 11
* End-of-flow core utilization at ~16%
* Delay-heaviest family, CP: buffers and inverters
* Hold Path Class: input pin to output pin
* Sequential fraction of design power at 0%
* Die footprint at 6400 sq um
* Switching component of the power at between 0.06 and 0.07 mW
* # fillers at 396
* Initial Utilization at 5.35%
* Tool warnings at 34
* RSZ-0062 raised after global routing: yes
* Core Footprint at between 3000 and 4000 sq um
* Initial DRC Count at 2
* Hold slack at 0.677 ns
* YS chip area at ~180 sq um
* Fin. Hold Viols at 0
* DRT antenna net count at 0
* Clock power frac at 0%
* Number of max-cap violations at 0
* Total grt overflow at 0
* Post-DP Area at 407 sq um
* Comb pwr share at 100.0%
* Final setup fails at 2
* Nature of the critical path endpoint: output pin
* Largest net degree at the start of global routing at 10
* Mean routed wirelength per cell at just over 9 um
* DR DRC count at 0
* Slowest cell on the critical path: nor4b_2
* Non-filler cells, final at 96
* Ant. Diodes at 0
* Synth area leaders: buf_6, nor4b_2, nand2b_4
* Post-route setup slack at -0.0173 ns
* Worst EP required at roughly 0.80 ns
* Outcome: complete, but fails checks
* Internal at between 0.1 and 0.15 mW
* Area leader, netlist: buf_6
* Slew HR at around 90%
* Sw Ratio at a little over a third
* DP Cell Count at 86
* First-pass GRT wire length at 1390 um
* Max Fclk at slightly below 1000 MHz
* Seq. cell area at 0 sq um
* DIE WIDTH at ~80 um
* Vias per inst at 2.80
* P&R area growth vs syn at 192%
* Via count of the first global-routing pass at 279
* Final instance area at between 500 and 600 sq um
* I/O pin count at 17
* # clk buffers at 0
* Max Slew Vio Count at 0
* Worst Max-Slew Pin Slew at 0.187 ns
* Worst-path cell chain: buf_12 -> buf_6 -> nor4b_2 -> buf_2
* GRT Resource Usage Total at 2.63%
* Syn Area/Cell at between 8 and 9 sq um
* Antenna violations before repair at 0
* Fin crit share at 102%
* Crit-path max cell delay at roughly 0.25 ns
* Worst setup SP type: input pin
* Ys Warns at 1
* Row count at 21
* Highest-count logic cell in the final layout: buf_6
* Crit path buf inv count at 3
* Initial DRT Pass Iterations at 3
* Peak VDD IR at around 0.16 mV
* Failing checks: setup timing
* Post-synthesis cell area at ~180 sq um
* CP Data Arrival Time at between 0.8 and 0.9 ns
## kinds of logic after synthesis
kind of cell	count (synthesis)	share of synthesized area, %
and+or+nand+nor	16	68.5
buffers and inverters	4	22.6
AOI/OAI and AO/OA	2	8.91
## cells in the mapped netlist (all sizes together)
cell type	count
nor4b	2
and2	1
o21a	1
a31o	1
nand2b	2
buf	4
nand2	2
nor2	5
nor3b	2
nor3	2
## power by group through the flow
stage	clock (mW)	sequential (mW)	combinational [mW]
4_1_cts	0	0	0.172
5_1_grt	0	0	0.195
6_report	0	0	0.179
## repair_timing
action                     CTS  global route
setup endpoints to repair   13            12
hold buffers                 0             0
pin swaps                   11             7
resized                     70            11
buffers inserted            11             1
## routing by layer
layer  vias up  track usage (%)  share of wire, %
met2        17             2.33                28
met1       121             4.42                50
met4         0                0                 0
met3         0             2.05                22
li1        131                -                 -
met5         -                0                 0
## layout make-up
class                           count  area [sq um]  area share, %
Multi-Input combinational cell     18           180           33.7
Tap cell                           46          57.6           10.8
Timing Repair Buffer               32           297           55.5
## metrics by stage
stage          worst slack [ns]  setup TNS [ns]
2_1_floorplan             0.225               0
3_3_place_gp             -0.806           -9.72
3_5_place_dp             -0.833           -9.89
4_1_cts                  -0.125          -0.622
5_1_grt                 -0.0687          -0.181
6_report                -0.0173         -0.0222
## final timing paths
| kind | startpoint | to | slack, ns | cells after the start |
|---|---|---|---|---|
| hold / removal | opcode[0] | compare | 0.68 | 3 |
| setup / recovery | opcode[3] | jumpB | -0.02 | 4 |
Power is estimated from default activity; no workload was simulated.
